[config.mk]
export PLATFORM = sky130hd
export DESIGN_NAME = top_alu
export DESIGN_NICKNAME = top_alu
export VERILOG_FILES = /design/flow/design.v
export SDC_FILE = /design/flow/constraint.sdc
export NUM_CORES = 4
export LEC_CHECK = 1
export CORE_AREA = 10 10 72 72
export DIE_AREA = 0 0 82 82
[constraint.sdc]
current_design top_alu

set clk_period 4.7
set clk_io_pct 0.2

create_clock -name clk0 -period $clk_period

set non_clock_inputs [all_inputs -no_clocks]
set_input_delay [expr $clk_period * $clk_io_pct] -clock clk0 $non_clock_inputs
set_output_delay [expr $clk_period * $clk_io_pct] -clock clk0 [all_outputs]
[run.sh]
#!/bin/bash
# OpenROAD 26Q1-2900-gdf79404cd8, Yosys 0.63+post, stock flow scripts
make -C /OpenROAD-flow-scripts/flow DESIGN_CONFIG=/design/flow/config.mk WORK_HOME=/design/flow/orfs finish
[design.v]
`timescale 1ns / 1ps
module alu#(
    parameter   DATAWIDTH = 32	
)(
    input  logic [DATAWIDTH - 1:0]  A           ,
    input  logic [DATAWIDTH - 1:0]  B           ,
    input  logic [1:0]              ALUControl  ,
    output logic [DATAWIDTH - 1:0]  Result      ,
    output logic                    N           ,
    output logic                    Z           ,
    output logic                    V           ,
    output logic                    C           
);
    always_comb begin : alu  
        case (ALUControl)
            2'b00: begin  
                {C, Result} = A + B;
            end
            2'b01: begin  
                {C, Result} = A - B;
            end
            2'b10: begin  
                Result = A & B;
                C = 0;
            end
            2'b11: begin  
                Result = A | B;
                C = 0;
            end
            default: begin
                Result = {DATAWIDTH{1'b0}};
                C = 0;
            end
        endcase
    end
    always_comb begin  
        N = Result[DATAWIDTH - 1];
        Z = (Result == 0);
        if (ALUControl == 2'b00) begin
            V = (A[DATAWIDTH - 1] == B[DATAWIDTH - 1]) && (A[DATAWIDTH - 1] != Result[DATAWIDTH - 1]);
        end else if (ALUControl == 2'b01) begin
            V = (A[DATAWIDTH - 1] != B[DATAWIDTH - 1]) && (A[DATAWIDTH - 1] != Result[DATAWIDTH - 1]);
        end else begin
            V = 0;
        end
    end
endmodule
`timescale 1ns / 1ps
module top_alu#(
    parameter   DATAWIDTH = 8	
)(
    input  logic [DATAWIDTH - 1:0]  A           ,
    input  logic [DATAWIDTH - 1:0]  B           ,
    input  logic [1:0]              ALUControl  ,
    output logic [DATAWIDTH - 1:0]  Result      ,
    output logic                    N           ,
    output logic                    Z           ,
    output logic                    V           ,
    output logic                    C           
);
    alu#(
        .DATAWIDTH   (DATAWIDTH)
    )
    alu_inst(
        .A           (A         ),
        .B           (B         ),
        .ALUControl  (ALUControl),
        .Result      (Result    ),
        .N           (N         ),
        .Z           (Z         ),
        .V           (V         ),
        .C           (C         )
    );
endmodule
==> run notes <==
The following summarizes the physical implementation.

Power and ir drop
Total power normalized to cell area comes to around 110 mW/mm2. The power report puts the leakage power at 0.7579 nW. After layout, the design draws a total of 0.1970 mW. Looking at the VDD voltage map, the peak drop is 36.53 uV.

Worst setup path
The longest incremental delay of any stage on the critical path is reported as about 0.5 ns. The cell type of the slowest stage on the worst timing path is clkdlybuf4s50_1. The arrival time reported for the critical path endpoint is 3.61 ns.

STA classifies the critical path startpoint as an input port. Data on the critical path is required at its endpoint by 3.76 ns. The most prevalent standard cell on the critical path is clkdlybuf4s50_1. The critical path buffer and inverter count is 4. The kind of end point of the critical path is an output port. In this run the critical path is formed by clkdlybuf4s50_1, inv_1, ha_4, buf_4, nor2_2, o311a_1, o31a_1, o221ai_1, a21oi_2, nor4_2, clkdlybuf4s50_1. The timing report attributes the biggest portion of critical-path delay to buffers and inverters. Of all nets on the critical path, the largest fanout is 4. The type of the worst setup path is in2out.

Synth
The netlist area before placement is 0.001220 mm2. The part of the Yosys area used for sequential elements is 0. The synthesized netlist was found by Yosys to have about 160 cells. The warning tally printed by Yosys for this design is 1.

The area recorded from the Yosys report for this design is around 0.0012 mm2. The count of cell types in the netlist is 46. The synthesized netlist handed to floorplanning was reported with a cell count of 159. In this run the mean area of a mapped cell was 7.672 um2.

Place
The placement summary gives the final routability congestion estimate as 0.8509. The HPWL after detailed placement is 2621 um. The number of instances in the placed design is 250. After detailed placement, the total cell area comes to ~0.0017 mm2.

In this run the tool buffered the top-level ports with 30 buffer cells.

Finish
The post-route utilization of the core is recorded as 0.4647. The number of flip-flops and latches is 0. With fillers left out, the area of the finished cells amounts to 0.001714 mm2. The layout filler cell count is 382. The most used logic cell in the final layout is clkdlybuf4s50_1. Compared with the post-synthesis result, the final layout area differs by 40.51%.

The tally of non-filler cells in the final layout is between 200 and 300. In the finished layout, the clock tree contains a buffer count of 0. The most common logic cells in the final layout are 30 x clkdlybuf4s50_1, 24 x inv_1, 20 x ha_1, 20 x buf_4, 12 x nand2_1. The area taken by sequential standard cells is reported as 0 um2. The share of cells above drive strength 1 is 0.2277.

Min path
In this run the most critical hold path is launched from A[7]. The instance count along the most critical hold path is 4. The path class of the tightest hold or removal check is in2out. The end point of the most critical hold path is V.

Floorplan
The die is 82 um tall. The die covers 0.006724 mm2. The row count is 22. In the floorplan report the effective utilization is 0.3307. The I/O pin count is 30.

The floorplan step set the die width to 82 um. The core region is 0.003689 mm2.

Timing
From the final report, the count of setup violators was given as 0. The number of failing hold endpoints at the final stage is 0. The final tally of max-slew violations is 0. Measured against its own limit, the worst slew margin works out to 0.7681. The smallest clock period supported by the final layout is computed as 4.547 ns. Setup repair after global routing left no endpoint under its margin. Derived from the worst setup path, the maximum achievable clock frequency is 219.9 MHz.

The transition time at the pin with the least slew margin is 0.3478 ns. The accumulated negative setup slack is 0 ns. The final timing summary puts the cycle share of the worst path at 0.9675.

Drt
The first detailed-routing pass ran for 4 iterations. The number of remaining DRC errors is 0. The routed design shows a via density per instance of roughly 4.8. The violation count after the first detailed-route iteration is 46.

The total vias in the final route is 1198. The total inserted antenna cells is 0. The number of routed nets with antenna violations is 0. The final routed wirelength across all metal layers is 2935 um. The routed design shows a wire length per standard cell of 11.74 um.

GRT
The first-pass GRT wire length is about 5000 um. The number of global-route vias before repair is 1122. The largest net degree at the start of global routing is 31. The overall track demand over capacity in global routing is 0.08660.

Summed over all layers, the global routing overflow is 0. The initial antenna violation count came to 0.

Flow run
The count of warning messages emitted by the tools is 48. In this run the maximum-capacitance check reported violations numbering 0.

Status
The run finished with clean final reports.

CTS
The number of buffers inserted for hold repair after clock tree synthesis is 0.
==> how the worst max path moves through the flow <==
stage / from / end / cells after the start
5_1_grt: A[0] / Z / 11
6_report: B[2] / Z / 11
4_1_cts: B[2] / Z / 11
==> timing repair <==
action	in CTS	in global routing
buffers inserted	0	0
endpoints found under the setup margin	0	4
resized	0	10
==> worst min-delay path: cells and delay by family <==
kind | cells | cell delay [ns]
xor gates and xnor gates | 1 | 0.17
buffers and inverters | 2 | 0.88
muxes | 1 | 0.11
==> Yosys cell counts (3+ instances only) <==
| master | count | area [um2] |
|---|---|---|
| a21oi_1 | 8 | 40.04 |
| a21oi_2 | 3 | 26.28 |
| buf_4 | 3 | 22.52 |
| buf_6 | 3 | 33.78 |
| ha_1 | 24 | 300.3 |
| inv_1 | 24 | 90.09 |
| mux2i_1 | 5 | 50.05 |
| nand2_1 | 12 | 45.04 |
| nor2_1 | 10 | 37.54 |
| nor2b_1 | 5 | 31.28 |
| nor3_1 | 3 | 15.01 |
| o211ai_1 | 4 | 30.03 |
| o21ai_0 | 9 | 45.04 |
| o31a_1 | 3 | 26.28 |
| xnor2_1 | 3 | 26.28 |
==> power breakdown <==
| part | internal (mW) | leakage [nW] | total, mW | switching (mW) |
|---|---|---|---|---|
| combinational | 0.109 | 0.758 | 0.197 | 0.0875 |
| clock | 0 | 0 | 0 | 0 |
| sequential | 0 | 0 | 0 | 0 |
| total | 0.109 | 0.758 | 0.197 | 0.0875 |
==> stage by stage <==
step / hold slack (ns) / setup slack [ns]
global placement: 3.070 / 0.04879
finish: 3.050 / 0.1527
floorplan: 2.026 / 1.222
detailed placement: 3.074 / 0.03327
global route: 3.139 / 0.01059
CTS: 3.074 / 0.02398
==> metal layers <==
layer,up-vias,share of wire,track usage
met3,0,0.021,0.001101
met1,539,0.49,0.1253
met4,0,0,0
met5,-,0,0
li1,644,-,-
met2,15,0.49,0.1497
==> area by class of cell <==
cell class                      count  area, um2  area share
Inverter                           24      90.09     0.05255
Timing Repair Buffer               51      470.5      0.2745
Multi-Input combinational cell    127       1094      0.6380
Tap cell                           48      60.06     0.03504
==> cell families (layout without fill, tap and decap cells) <==
family | Yosys count | after routing | synth area share
AND-OR/OR-AND | 44 | 44 | 0.2749
AND/OR/NAND/NOR | 47 | 47 | 0.2298
buffers and inverters | 32 | 75 | 0.1354
adder cells (fa/ha/maj) | 26 | 26 | 0.2790
XOR/XNOR | 3 | 3 | 0.02154
multiplexers | 7 | 7 | 0.05949
Power figures rest on the tool's default switching activity, not on a simulated workload.

$ cat flow/run.sh
#!/bin/bash
# OpenROAD 26Q1-2900-gdf79404cd8, Yosys 0.63+post, stock flow scripts
make -C /OpenROAD-flow-scripts/flow DESIGN_CONFIG=/design/flow/config.mk WORK_HOME=/design/flow/orfs finish
$ cat flow/config.mk
export PLATFORM = sky130hd
export DESIGN_NAME = pc_add1
export DESIGN_NICKNAME = pc_add1
export VERILOG_FILES = /design/flow/design.v
export SDC_FILE = /design/flow/constraint.sdc
export NUM_CORES = 4
export LEC_CHECK = 1
export CORE_AREA = 10 10 107 107
export DIE_AREA = 0 0 117 117
$ cat flow/constraint.sdc
current_design pc_add1

set clk_period 18.1
set clk_io_pct 0.2

create_clock -name clk0 -period $clk_period

set non_clock_inputs [all_inputs -no_clocks]
set_input_delay [expr $clk_period * $clk_io_pct] -clock clk0 $non_clock_inputs
set_output_delay [expr $clk_period * $clk_io_pct] -clock clk0 [all_outputs]
$ cat flow/design.v
`timescale 1ns / 1ps
module adder#(
    parameter   DATAWIDTH = 32
)(
    input  logic [DATAWIDTH - 1:0] A          ,
    input  logic [DATAWIDTH - 1:0] B          ,
    output logic [DATAWIDTH - 1:0] Result     
); 
    assign Result = A + B;
endmodule
`timescale 1ns / 1ps
module pc_add1#(
    parameter   DATAWIDTH = 32	
)(
    input  logic [DATAWIDTH - 1:0]  A           ,
    input  logic [DATAWIDTH - 1:0]  B           ,
    output logic [DATAWIDTH - 1:0]  Result      
);
    adder#(
        .DATAWIDTH  (DATAWIDTH)
    ) adder1(
        .A          (A),
        .B          (B),
        .Result     (Result)
    );
endmodule
==> results.py <==
# Auto-generated metrics
metrics = {
    "run_status": {
        "outcome": "finished clean",
    },
    "hold_path": {
        "hold_depth": 3,
        "min_to": "Result[0]",
        "min_from": "B[0]",
        "hp-class": "input pin to output pin",
    },
    "critical_path": {
        "cp_max_fo": 4,
        "cp-start-kind": "input pin",
        "worstSetupEndpointType": "output pin",
        "worstSetupPathType": "input pin to output pin",
        "cp.arrival_ns": 6.65,
        "cp_data_required_time_ns": 14.48,
    },
    "routing": {
        "drtAntennaViolNets": 0,
        "n_antenna_cell": 0,
        "first_pass_iters": 4,
        "drt_iter0_drc": 130,
        "num_vias": 2356,
        "drc": 0,
        "wl_per_cell_um": 14.48,
        "viasPerCell": 4.992,
        "drt-total-wl_um": 6836,
    },
    "final_layout": {
        "seqCellArea_um2": 0,
        "area_delta_synth_final_pct": 49.60,
        "drive_above_1_share": 0.03878,
        "nClkBuffers": 0,
        "seq_cells": 0,
        "n_fill_cell": 966,
    },
    "flow_run": {
        "warnings": 32,
        "drv_cap": 0,
    },
    "placement": {
        "routabilityCongestion": 0.8799,
        "place_hpwl_um": 6089,
        "port_buffers": 96,
    },
    "logic_synthesis": {
        "ys_warn_count": 0,
        "avgSynthCellArea_um2": 7.439,
        "synth_chip_area_mm2": 0.002046,
        "ys_top_logic_family": "AND-OR/OR-AND gates",
        "aoi_share": 0.3841,
        "synthXorXnorAreaFrac": 0.09847,
        "synth_cell_types": 66,
        "ys_seq_share": 0,
        "ys_sh_adder": 0.1994,
        "synth.cellmix.simpleShare": 0.2312,
        "muxShareOfSynthArea": 0.02508,
        "syn_inst": 275,
        "ys_cells": 275,
        "mappedNetlistArea_mm2": 0.002046,
    },
    "die": {
        "dieArea_mm2": 0.01369,
        "die_x_um": 117,
        "die_y_um": 117,
        "rows": 35,
        "pin_count": 96,
        "fp.coreArea_mm2": 0.009196,
        "initCoreUtil": 0.2224,
    },
    "global_route": {
        "grt_max_degree": 12,
        "grt_use_met2": 0.1710,
        "grt_pass1_wl_um": 10740,
        "use_met1": 0.1211,
        "top_usage_layer": "met2",
        "grt_use_total": 0.09457,
        "antenna_found_initial": 0,
        "grt_util_met3": 0.01703,
        "first_global_vias": 2266,
        "globalRouteOverflowTotal": 0,
    },
    "sta": {
        "finalCritPeriodShare": 0.5673,
        "hold_violations": 0,
        "rsz0062_at_grt": "false",
        "finalMaxSlewViolations": 0,
        "setup_viol": 0,
        "setup_tns_ns": 0,
        "worst_pin_slew_ns": 0.4578,
        "relSlewSlack": 0.6948,
        "timing.hold.ws_ns": 8.286,
        "finalCriticalPeriod_ns": 10.27,
        "fmax_ghz": 0.09740,
    },
    "cts": {
        "cts_setup_buffers": 0,
        "cts_hold_buf": 0,
        "ctsResizeCount": 0,
    },
    "power": {
        "peakVddDrop_mv": 0.01235,
        "p_leak_nw": 1.253,
        "p_per_area_mw_per_mm2": 37.04,
    },
}
cell families after synthesis:
logic type | after synthesis
AOI/OAI and AO/OA | 107
and+or+nand+nor | 87
adders and majority gates | 32
xor gates and xnor gates | 23
buffers and inverters | 21
muxes | 5
where the power goes:
part	internal [mW]	total, mW	switching, mW
logic	0.0666	0.113	0.0467
clock network	0	0	0
registers	0	0	0
total	0.0666	0.113	0.0467
worst max-delay path: stages:
cell	delay, ns
clkdlybuf4s50_1	0.41
ha_1	0.24
fa_1	0.40
a21o_1	0.23
a311oi_1	0.36
or4_4	0.22
a2111oi_4	0.09
or4_1	0.52
nand3_1	0.09
clkdlybuf4s50_1	0.47
routing by layer:
layer  vias to the layer above  share of wire
li1                       1240              -
met1                      1065           0.44
met2                        51           0.48
met3                         0          0.082
met4                         0              0
met5                         -              0
through the flow:
step                power (mW)    util  cell area [um2]  std cells  setup WS (ns)
floorplan              0.05925       -             2046        275          8.885
global placement        0.1150  0.3328             3060        472          7.813
detailed placement      0.1150  0.3328             3060        472          7.824
CTS                     0.1157  0.3328             3060        472          7.803
global route            0.1267  0.3328             3060        472          7.612
finish                  0.1134  0.3328             3060        472          7.833
synth_stat cells, types with 2 or more instances:
library cell  count  area [um2]
and4_1            5       43.79
ha_1             31       387.9
and2_1            2       12.51
xor2_1           10       87.58
nor2b_1           3       18.77
xnor2_1          13       113.9
nand3_1           8       40.04
o21a_1            4       30.03
buf_4             2       15.01
a211o_1           3       26.28
o21a_2            3       26.28
a41oi_1           2       17.52
inv_1            11       41.29
a21o_1           14       105.1
and3_1            2       12.51
mux2i_1           4       40.04
a311oi_1          2       17.52
clkbuf_1          5       18.77
or2_1             2       12.51
o21ai_1           3       15.01
a31oi_1           2       12.51
o31a_1            2       17.52
o21bai_1          3       22.52
o211ai_1          5       37.54
nand2_1          20       75.07
or4_1             2       15.01
a211oi_1          6       45.04
a21oi_1          28       140.1
nor3_1            4       20.02
a2111oi_0         2       17.52
nand4_1           5       31.28
nor2_1           20       75.07
nand2b_1          4       25.02
o21ai_0          11       55.05
placed cells by master (no fill, tap or decap), drive strengths merged, types with 5 or more instances in the layout:
master,instances
o21a,7
nand2,20
xor2,10
clkdlybuf4s50,96
a21o,15
nand3,8
o211ai,5
nor2,20
xnor2,13
nand4,6
o21ai,14
a21oi,28
a211oi,6
ha,31
inv,11
and4,5
cell type report:
| class | count | area [um2] | area share |
|---|---|---|---|
| Inverter | 11 | 41.29 | 0.01349 |
| Timing Repair Buffer | 96 | 960.9 | 0.3140 |
| Multi-Input combinational cell | 254 | 1919 | 0.6271 |
| Tap cell | 111 | 138.9 | 0.04538 |
worst max path at each step:
stage	from	endpoint	slack (ns)	cells past startpoint
after CTS	A[0]	Result[26]	7.80	10
after global routing	A[0]	Result[18]	7.61	10
final	A[0]	Result[26]	7.83	10
Power and IR drop assume default switching activity.
